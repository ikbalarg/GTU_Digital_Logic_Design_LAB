$ cat /design/flow/design.v
module problem2(
	input Cin,A0,B0,A1,B1,A2,B2,A3,B3,A4,B4,
	output S0,S1,S2,S3,S4,Cout
);
logic w0,w1,w2,w3;
problem2_full inst0(.A(A0),.B(B0),.Cin(Cin),.S(S0),.Cout(w0));
problem2_full inst1(.A(A1),.B(B1),.Cin(w0),.S(S1),.Cout(w1));
problem2_full inst2(.A(A2),.B(B2),.Cin(w1),.S(S2),.Cout(w2));
problem2_full inst3(.A(A3),.B(B3),.Cin(w2),.S(S3),.Cout(w3));
problem2_full inst4(.A(A4),.B(B4),.Cin(w3),.S(S4),.Cout(Cout));
endmodule
module problem2_full(
	input A,B,Cin,
	output S,Cout
);
logic w0,w1,w2;
logic C;
problem2_half inst0(.A(A),.B(B),.S(w0),.C(w1));
problem2_half inst1(.A(w0),.B(Cin),.S(S),.C(w2));
assign Cout=w1|w2;
endmodule
module problem2_half(
	input A,B,
	output S,C
);
assign S=A^B;
assign C=A&B;
endmodule
$ cat /design/flow/run.sh
#!/bin/bash
# OpenROAD 26Q1-2900-gdf79404cd8, Yosys 0.63+post, stock flow scripts
make -C /OpenROAD-flow-scripts/flow DESIGN_CONFIG=/design/flow/config.mk WORK_HOME=/design/flow/orfs finish
$ cat /design/flow/config.mk
export PLATFORM = sky130hd
export DESIGN_NAME = problem2
export DESIGN_NICKNAME = problem2
export VERILOG_FILES = /design/flow/design.v
export SDC_FILE = /design/flow/constraint.sdc
export NUM_CORES = 4
export LEC_CHECK = 1
export CORE_AREA = 10 10 70 70
export DIE_AREA = 0 0 80 80
$ cat /design/flow/constraint.sdc
current_design problem2

set clk_period 6.3
set clk_io_pct 0.2

create_clock -name clk0 -period $clk_period

set non_clock_inputs [all_inputs -no_clocks]
set_input_delay [expr $clk_period * $clk_io_pct] -clock clk0 $non_clock_inputs
set_output_delay [expr $clk_period * $clk_io_pct] -clock clk0 [all_outputs]
==> results.toml <==
# implementation run metrics
[run_status]
status = "finished, final reports clean"

[timing]
worstMarginPinSlew_ns = 0.0996
setup_tns_ns = 0
setup-violations-final = 0
period_used_pct = 85.1
finalHoldViolations = 0
rsz0062_at_grt = "false"
fmax_mhz = 187
slew_headroom_pct = 93.3
layout_min_cycle_time_ns = 5.36
maxSlewViolCount = 0

[worst_hold_path]
min_to = "S0"
hp-start = "B0"
min_path_type = "primary input to output pin"
holdPathStages = 5

[yosys]
yosys_area_um2 = 138
syn_avg_cell_area_um2 = 9.18
topCombFamilyByArea = "adder cells"
synth_area_leader_cell = "fa_1"
ys_sh_xor_pct = 0
synth_cells = 15
ys_seq_share_pct = 0
yosys-stat-cells = 15
yosys-mux-area-fraction_pct = 0
synth_area_um2 = 138
simple_gate_share_pct = 0
ys_warn_count = 0
synthTopCellsByArea = "fa_1 73%, inv_1 27%"
synthDistinctLibCells = 2
synthAdderAreaFrac_pct = 72.7
yosys.area.top_type_share_pct = 72.7
ys_sh_aoi_pct = 0

[final_layout]
instances_no_fill = 78
mi_logic_area_um2 = 100
post-route-util_pct = 10.7
seq_cells = 0
fin_area_um2 = 365
layout-drive-gt1-share_pct = 0
nClkBuffers = 0
fillers = 405
area_growth_pct = 165
seq_area_um2 = 0

[place]
placed_area_um2 = 365
place_inst = 78
dp_hpwl_um = 619
gp_congestion = 0.686
io_buffers = 17

[floorplan]
die_w_um = 80
num_io_pins = 17
rows = 21
fp_util_pct = 4.03
die_h_um = 80
chipArea_um2 = 6400
coreArea_um2 = 3420

[power]
swShare_pct = 27.0
p_total_uw = 27.8
pwr-share-comb_pct = 100.0
power_density_nw_per_um2 = 76.0
ir_worst_vdd_mv = 0.00891
p_seq_share_pct = 0
p_sw_uw = 7.50
clkPwrFrac_pct = 0
p_int_uw = 20.3
p_leak_uw = 0.000156

[route]
drc = 0
routed_via_density = 1.82
via_count = 142
ant_nets = 0
wire_per_inst_um = 7.88
first_pass_iters = 2
antenna_cells = 0
wl_um = 615
drtIter0Drc = 3

[setup_path]
crit_arrival_ns = 4.10
start_kind = "primary input"
path_class = "primary input to output pin"
worstPathMaxFanout = 1
cp-end-kind = "output pin"
cp.required_ns = 5.04

[cts]
cts_setup_buffers = 0
ctsHoldBuffers = 0
cts_resized = 0

[global_route]
grt_max_degree = 2
grt_pass1_vias = 162
use_met1_pct = 2.01
antenna_found_initial = 0
top_usage_layer = "met2"
use_met3_pct = 0.568
met2_usage_pct = 3.61
grt_pass1_wl_um = 910
grt_use_total_pct = 1.86
grt.overflow.total = 0

[job]
cap_viol_max_count = 0
warnings = 32
## power by group through the flow
stage	Sequential, uW	Clock, uW	Combinational [uW]
finish	0	0	27.8
global route	0	0	32.1
CTS	0	0	29.1
## cells in the mapped netlist, drive strengths merged
| library cell | instances |
|---|---|
| inv | 10 |
| fa | 5 |
## stage by stage
stage	setup WS (ns)	hold slack, ns
floorplan	1.92	2.63
global placement	0.929	3.58
detailed placement	0.901	3.58
CTS	0.899	3.58
global route	0.743	3.62
finish	0.940	3.56
## layout make-up
class	count	area share [%]
inverters	10	10.3
multi-input cells	5	27.4
well taps	46	15.8
repair buffers	17	46.6
## critical path: stages
cell             delay, ns
clkdlybuf4s50_1       0.40
inv_1                 0.08
fa_1                  0.17
inv_1                 0.05
fa_1                  0.37
fa_1                  0.38
fa_1                  0.37
inv_1                 0.07
fa_1                  0.41
inv_1                 0.07
clkdlybuf4s50_1       0.46
## layout by cell type (no fill, tap or decap)
cell type and n:
fa_1 5, inv_1 10, clkdlybuf4s50_1 17
## cells by family (layout without fill, tap and decap cells)
family	count (synthesis)	after routing
adders and majority gates	5	5
buffers and inverters	10	27
## how the worst max path moves through the flow
| stage | start | end |
|---|---|---|
| 4_1_cts | A0 | S4 |
| 5_1_grt | A0 | S4 |
| 6_report | A0 | S4 |
## metal layers
metal / routed length (um) / share of wire [%]
met1: 212 / 34
met2: 346 / 56
met3: 57 / 9.3
met4: 0 / 0
met5: 0 / 0
Power figures rest on the tool's default switching activity, not on a simulated workload.
