[/design/flow/run.sh]
#!/bin/bash
# OpenROAD 26Q1-2900-gdf79404cd8, Yosys 0.63+post, stock flow scripts
make -C /OpenROAD-flow-scripts/flow DESIGN_CONFIG=/design/flow/config.mk WORK_HOME=/design/flow/orfs finish
[/design/flow/config.mk]
export PLATFORM = sky130hd
export DESIGN_NAME = alu
export DESIGN_NICKNAME = alu
export VERILOG_FILES = /design/flow/design.v
export SDC_FILE = /design/flow/constraint.sdc
export NUM_CORES = 4
export LEC_CHECK = 1
export CORE_UTILIZATION = 30
[/design/flow/constraint.sdc]
current_design alu

set clk_period 13.9
set clk_io_pct 0.2

create_clock -name clk0 -period $clk_period

set non_clock_inputs [all_inputs -no_clocks]
set_input_delay [expr $clk_period * $clk_io_pct] -clock clk0 $non_clock_inputs
set_output_delay [expr $clk_period * $clk_io_pct] -clock clk0 [all_outputs]
[/design/flow/design.v]
module alu(
  input logic [31:0] a, b,
  input logic [3:0] op,
  output reg [31:0] s,
  output logic n, z, v, c,
  output logic hata
);
  logic [32:0] temp ;
  assign temp = {1'b0,a} + {1'b0,b};
  assign c = temp[32];
  assign z = ~(|s);  
  assign n = (s[31] == 1 && (op == 4'b0001)); 
  assign v = ({c,s[31]} == 2'b01);
  always@(*)
	begin 
    case(op)
      4'b0000: begin
        s = a + b;
      end
      4'b1000: begin
        s = a - b;
      end
      4'b0001: begin
        s =  a << b;
      end
      4'b0010: begin
        s = ($signed(a) < $signed(b)) ? 0 : 1;
      end
      4'b0011: begin
        s = (a < b) ? 0 : 1;
      end
      4'b0100: begin
        s = a ^ b;
      end
      4'b0101: begin
        s = a >> b;
      end
      4'b1101: begin
        s = $signed(a) >>> b;
      end
      4'b0110: begin
        s = a | b;
      end
      4'b0111: begin
        s = a & b;
      end
      default: begin
        hata = 1;
      end
    endcase
  end
endmodule
==> results.tsv <==
metric	value	unit
untimed_endpoints	65	
die-area	34600	sq um
status	finished, final reports clean	
maxSlewHeadroom	0.321	
grt_max_degree	76	
yosysTopAreaCellShare	0.118	
drive_above_1_share	0.0683	
top_cell	nor2_1	
min_period	10.10	ns
synth_flops	32	
unclocked_regs	32	
drcViolationCount	0	
vias_per_cell	6.29	
grt_pass1_wl	81500	microns
worst_slew_pin_slew	0.993	ns
cp-end-kind	primary output	
grt_overflow_total	0	
yosysUniqueCellTypes	86	
worstPathRequired	11.12	ns
ant_nets	0	
die_w	186	microns
wl_per_cell	28.2	microns
yosysWarnings	1	
ys_sh_aoi	0.379	
filler_cell_count	3637	
netlist_instances	1538	
crit_family	AND-OR/OR-AND gates	
cp_slowest_stage_delay	0.60	ns
gp_congestion	1.05	
grtUsageTotal	0.330	
drt_iter0_drc	1238	
largest_area_cell	ha_1	
ys_sh_xor	0.00861	
crit_chain	clkdlybuf4s50_1 -> buf_4 -> clkinv_1 -> ha_1 -> o211a_1 -> o31ai_2 -> a32oi_1 -> a21oi_2 -> o21ai_0 -> o221ai_1 -> nand2b_1 -> a211oi_1 -> or3_1 -> clkdlybuf4s50_1	
power.density	39.2	nW/um^2
cp_slowest_cell	ha_1	
num_antenna_cells	0	
flop_cell	dlxtn_1	
placed_area	11500	sq um
report.power.total	0.450	mW
design_area	11500	sq um
ir_drop	27.2	uV
final_hold_viol_count	0	
drt_wl_total	56400	microns
die_h	186	microns
instances_no_fill	2001	
fp-row-count	67	
cp_max_fo	31	
adder_share	0.122	
grt_pass1_vias	11718	
path_buffers	4	
rsz0062_at_grt	false	
yosys.area_share.simple	0.208	
place_inst	2001	
post-route-period-util	0.727	
core	33400	sq um
max_freq	99.0	MHz
syn_avg_cell_area	6.61	sq um
cap_viol_max_count	0	
area_growth	12.8	%
tool_warnings	96	
crit_type	input pin to primary output	
largest_register_ff_count	32	
cp_common_cell	clkdlybuf4s50_1	
setup_slack	3.80	ns
postCtsHoldBufs	0	
edf_count	0	
pin_count	105	
dp_hpwl	45000	microns
fp_util	0.304	
post_cts_buffers	0	
ys_sh_mux	0.135	
setup_tns	0	ns
common_cells	nor2_1, nand2_1, a21oi_1, o21ai_0, inv_1	
synthArstFlopShare	0	
hold_class	input pin to primary output	
yosys_area	10200	sq um
synthTopLogicFamily	AND-OR/OR-AND gates	
portBuffers	104	
cp-start-kind	input pin	
syn_area	10200	sq um
arrival	7.32	ns
setup_viol	0	
antenna_found_initial	0	
dr.pass1.iters	8	
yosys_cells	1538	
slew_viol_final	0	
pre_cts_ws	3.90	ns
area_leaders	ha_1, mux2i_1, a21oi_1, o21ai_0, nor2_1	
power.leakage	4.65	nW
ctsResizeCount	0	
dr_total_vias	12579	
[cells in the final DEF (no fill, tap or decap), types with 10 or more instances in the layout]
master,netlist,routed
nor2_1,151,150
nand2_1,144,144
a21oi_1,140,140
o21ai_0,126,125
inv_1,122,122
clkdlybuf4s50_1,0,99
ha_1,96,96
mux2i_1,78,78
a22oi_1,42,42
nor3_1,41,41
buf_4,5,36
dlxtn_1,32,32
a211oi_1,31,31
nand3_1,24,24
o22ai_1,23,23
mux4_2,21,21
o221ai_1,20,20
nor4_1,19,19
a31oi_1,18,18
o211ai_1,17,17
a221oi_1,15,15
nor2b_1,14,14
and3_1,13,13
o31ai_1,12,12
nand2b_1,12,12
and2_1,11,11
mux2_2,11,11
o21bai_1,10,10
o21a_1,10,10
[path summary, 6_finish.rpt]
path  to  startpoint  depth (start not counted)  slack (ns)
min    n       op[0]                          4        6.63
max    c        b[4]                         14        3.80
[power breakdown]
part / internal, mW / switching (mW)
Sequential: 0.0141 / 0.00493
Combinational: 0.156 / 0.275
Clock: 0 / 0
[kinds of logic (layout without fill, tap and decap cells)]
group | count (synthesis) | count (layout)
compound gates | 576 | 576
simple gates | 463 | 463
buf+inv | 248 | 263
mux | 110 | 110
fa+ha+maj | 98 | 98
latches | 32 | 32
xor+xnor | 10 | 10
other cells | 1 | 1
[metrics by stage]
| step | util | hold slack, ns |
|---|---|---|
| after floorplan | - | 5.74 |
| after global placement | 0.343 | 6.64 |
| after detailed placement | 0.343 | 6.60 |
| after CTS | 0.343 | 6.61 |
| after global routing | 0.343 | 6.65 |
| final | 0.343 | 6.63 |
[layout make-up]
type,instances,area (sq um),area share
multi-input cells,1258,8680,0.757
repair buffers,138,1280,0.111
inverters,125,469,0.0409
well taps,448,561,0.0489
flip-flops and latches,32,480,0.0419
[per-layer routing]
layer	share of wire	GRT usage	up-vias	wire (microns)
li1	-	-	5739	-
met3	0.072	0.0363	88	4050
met2	0.45	0.529	676	25400
met1	0.44	0.467	6076	24700
met4	0.040	0.106	0	2240
met5	0	0	-	0
Power is estimated from default activity; no workload was simulated.
